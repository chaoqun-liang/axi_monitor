**design/flow/design.v**
```verilog
module reset_handler #(
  parameter int unsigned  PtrWidth = 1
)(
  input  logic                clk_i,             
  input  logic                rst_ni,            
  input  logic                reset_req_i,       
  input  logic                reset_clear_i,     
  output logic                reset_req_q_o,     
  output logic                irq_o,
  input  logic                timeout_i,
  output logic                timeout_q_o,
  input  logic [PtrWidth-1:0] wr_ptr_d_i,
  input  logic [PtrWidth-1:0] rd_ptr_d_i,
  input  logic                fifo_empty_d_i,
  input  logic                fifo_full_d_i,
  output logic [PtrWidth-1:0] wr_ptr_q_o,
  output logic [PtrWidth-1:0] rd_ptr_q_o,
  output logic                fifo_empty_q_o,
  output logic                fifo_full_q_o
);
  always_ff @(posedge clk_i or negedge rst_ni) begin
    if (!rst_ni) begin
      reset_req_q_o  <= 1'b0;
      irq_o          <= 1'b0;
      wr_ptr_q_o     <= 1'b0;
      rd_ptr_q_o     <= 1'b0;
      fifo_full_q_o  <= 1'b0;
      fifo_empty_q_o <= 1'b0;
      timeout_q_o    <= 1'b0;
    end else begin
      wr_ptr_q_o <= wr_ptr_d_i;
      rd_ptr_q_o <= rd_ptr_d_i;
      fifo_empty_q_o <= fifo_empty_d_i;
      fifo_full_q_o <= fifo_full_d_i;
      if (reset_req_i) begin
        reset_req_q_o <= 1'b1;
        irq_o <= 1'b1;
      end else if (timeout_i) begin
        timeout_q_o <= 1'b1;
        irq_o <= 1'b1;
      end
      if (reset_clear_i) begin
        reset_req_q_o <= 1'b0;
      end
    end
  end
endmodule
```
**design/flow/run.sh**
```bash
#!/bin/bash
# OpenROAD 26Q1-2900-gdf79404cd8, Yosys 0.63+post, stock flow scripts
make -C /OpenROAD-flow-scripts/flow DESIGN_CONFIG=/design/flow/config.mk WORK_HOME=/design/flow/orfs finish
```
**design/flow/config.mk**
```make
export PLATFORM = sky130hd
export DESIGN_NAME = reset_handler
export DESIGN_NICKNAME = reset_handler
export VERILOG_FILES = /design/flow/design.v
export SDC_FILE = /design/flow/constraint.sdc
export NUM_CORES = 4
export LEC_CHECK = 1
export CORE_AREA = 10 10 70 70
export DIE_AREA = 0 0 80 80
```
**design/flow/constraint.sdc**
```tcl
current_design reset_handler

set clk_period 1.0
set clk_io_pct 0.2

create_clock -name clk0 -period $clk_period [get_ports {clk_i}]

set non_clock_inputs [all_inputs -no_clocks]
set_input_delay [expr $clk_period * $clk_io_pct] -clock clk0 $non_clock_inputs
set_output_delay [expr $clk_period * $clk_io_pct] -clock clk0 [all_outputs]
```
==> run summary <==
Results of an implementation run.

The maximum number of pins on one net before global-route repair is 8. The maximum vdd ir drop is approximately 0.53 mV. The end point of the critical path is irq_o.

The path class of the lowest-slack min-delay path is primary input to asynchronous set/reset pin. In this run the count of I/O pins placed on the die edge is 16. The total net switching power is 104 µW. The number of clock buffers added by TritonCTS is 3. The placed instance count is between 70 and 80. TritonCTS built the clock tree. Warnings reported by Yosys during synthesis add up to 1. The initial antenna violation count is 0. The minimum clock period after layout is 0.935 ns. The finished layout reports a core utilization of between 10% and 20%.

According to the Yosys statistics, the synthesized design has a chip area of between 200 and 250 µm². The synthesis-stage register bit count is 7. The leakage power in the latest report is roughly 0.00018 µW. Before placement the cells fill roughly 5.9% of the core. The overall die height is approximately 80 µm. The final critical-path setup slack is roughly 0.065 ns. The mean post-synth cell area is roughly 17 µm².

The maximum net fanout on the critical path is 2. Per the layout area report, the combinational gate area comes to about 23 µm². The synthesis report lists the most area-consuming cells as sky130_fd_sc_hd__dfrtp_1 (87%), sky130_fd_sc_hd__a21o_2 (4.3%), sky130_fd_sc_hd__nor2_1 (3.7%). The wire length of the first global-routing pass is 1.02 mm. The fraction of power spent switching nets is 17.8%.

The tree is rooted in a sky130_fd_sc_hd__clkbuf_4. The power density relative to cell area is about 1400 mW/mm². The port buffer count is 15.

After detailed routing, the number of vias per cell comes to 2.20. The antenna diode count is 0. The number of search-and-repair iterations in the first detailed-routing pass is 2. The number of standard cells after synthesis is 12. The worst register-to-register path depth is 2. Leaving out filler cells and counting taps, the final layout contains 80.

Setup repair after global routing left no endpoint under its margin. The clock net in this run drives a total of 7 sinks. The iteration-0 DRC count of the detailed router is 3. The row count is 21. The sequential cell area in the final layout is 175 µm².

In this run the worst setup path begins at irq_o. The routed layout has 176 vias. For reference, the final report shows the hold violation count at 0. The final critical path takes up 93.5% of the cycle. The core region is about 0.0034 mm². The OpenROAD report gives the critical path a data arrival time of 1.05 ns. The detailed router used layers up to and including met3.

The post-place instance area is a little over 400 µm². In the detailed route, the total length drawn on met3 is roughly 150 µm. Per the post-route antenna check, the number of violating nets is 0.

The run reported a max-capacitance violation count of 0. The area enclosed by the die boundary is between 0.006 and 0.007 mm². The cell type that accounts for the most area after synthesis is sky130_fd_sc_hd__dfrtp_1. Clock latency on the worst-skew pair, taken at its later pin, is 0.24 ns. The report puts the hold buffer count at CTS at 0. The count of cell types in the netlist is 5.

The tool warning count for the run is 25. The total routing resource utilization after global routing is about 2.2%. The max-slew check reports its worst relative slack as roughly four fifths.

The clock network burns 40.3% of the power. The share of power burned in registers is between 50 and 60%. The wire length on met2 is about 270 µm. Hold timing on the final database bottoms out at a slack of 0.213 ns.

For the pin with the worst max-slew slack, the measured transition is slightly above 0.3 ns. Between clock sinks in the finished design, the worst skew comes to 0 ns. Of the post-synthesis cell area, the dominant cell type holds between 80% and 90%. CTS built an H-tree with a depth of 1.

The start-to-end type of the worst setup path is flip-flop to flip-flop. For this block, wires on met1 add up to 250 µm. The placement-stage worst setup slack is -0.139 ns. The total overflow reported by the global router is 0. The OpenROAD report gives the critical path a required time of 1.11 ns. Per the run report, area growth between synthesis and finish was 110%. The remaining routing DRC violations is 0.

The routed design has 665 µm of wire. Sequential cells were found to cover between 80% and 90% of the synthesized design area. For the worst reg-to-reg path, the startpoint reported by OpenROAD is irq_o. STA classifies the critical path endpoint as a flip-flop.

Per the detail_route report, routed wire per instance is 8.31 µm. In this run the critical register-to-register path is captured at irq_o. Before any placement, the netlist area is recorded as roughly 200 µm².

For this run, the final setup violation count is recorded as 0. CTS reports a maximum clock tree buffer depth of 2. The layout stage reports a final design area of 423 µm². Static timing analysis puts the maximum clock frequency at about 1.1 GHz. The cell count in the Yosys report is 12.

The logic gate share of total power is 8.8%. The run finished with clean final reports. The clock transition at the registers of the reported paths is approximately 0.04 ns. At the end of routability-driven placement, the weighted congestion stood at between 0.7 and 0.8. The via count of the first global-routing pass is around 190. The launching element type of the critical path is a flip-flop. The number of pins exceeding their max-slew limit in the final report is 0. The slack of the worst reg-to-reg path is approximately 0.065 ns.

The overall die width is 80 µm. Internal power comes to between 400 and 500 µW. The share of post-route cells with drive strength above 1 is roughly two fifths. The count of fill cells added during filler insertion is 396.
==> metrics by stage <==
stage / setup TNS, ns / total power [µW]
6_report: 0 / 586
5_1_grt: 0 / 634
4_1_cts: 0 / 605
3_5_place_dp: -0.195 / 366
3_3_place_gp: -0.155 / 366
2_1_floorplan: 0 / 303
==> cell usage after synthesis <==
library cell / instances
sky130_fd_sc_hd__inv_1: 1
sky130_fd_sc_hd__a21o_2: 1
sky130_fd_sc_hd__nor2_1: 2
sky130_fd_sc_hd__or3_1: 1
sky130_fd_sc_hd__dfrtp_1: 7
==> sequential cells by signal, summed over array words and instances, names as in the netlist <==
register	cells
wr_ptr_q_o	1
timeout_q_o	1
reset_req_q_o	1
fifo_empty_q_o	1
fifo_full_q_o	1
irq_o	1
rd_ptr_q_o	1
==> power groups by stage <==
stage / clock, µW / sequential, µW / combinational, µW
4_1_cts: 251 / 298 / 55.7
5_1_grt: 276 / 299 / 58.5
6_report: 236 / 298 / 51.6
==> what timing repair did <==
item | CTS | global route
gates resized | 18 | 4
buffers inserted | 2 | 1
gates cloned | 0 | 0
endpoints found under the hold margin | 0 | 0
setup endpoints to repair | 7 | 4
==> layout by cell type (no fill, tap or decap), drive strengths merged <==
cell	netlist	final
inv	1	1
clkdlybuf4s50	0	8
clkbuf	0	8
dfrtp	7	7
nor2	2	2
or3	1	1
buf	0	6
a21o	1	1
==> metal layers <==
metal / up-vias / global-route usage (%)
li1: 84 / -
met1: 77 / 2.16
met2: 15 / 3.05
met3: 0 / 2.84
met4: 0 / 0.176
met5: - / 0
==> worst min-delay path by stage <==
stage	slack [ns]	startpoint	end
finish	0.21	rst_ni	irq_o
CTS	0.22	rst_ni	fifo_empty_q_o
global route	0.22	rst_ni	irq_o
==> final cells by class <==
type / instances / share of cell area, %
Multi-Input combinational cell: 4 / 5.33
Tap cell: 46 / 13.6
Clock buffer: 4 / 6.21
Timing Repair Buffer: 18 / 32.5
Sequential cell: 7 / 41.4
Inverter: 1 / 0.888
==> worst max-delay path, stage by stage, from the launching register on <==
cell and delay, ns:
sky130_fd_sc_hd__dfrtp_1 0.37, sky130_fd_sc_hd__buf_4 0.13, sky130_fd_sc_hd__or3_1 0.31
==> logic make-up (layout without fill, tap and decap cells) <==
kind of cell    after synthesis  count (layout)  synth area share (%)
simple gates                  3               3                  6.84
buf+inv                       1              23                  1.86
flops                         7               7                  87.0
compound gates                1               1                  4.35
No activity file was given, so power comes from the tool's default toggle rates.
